<file path="/design/flow/config.mk">
export PLATFORM = sky130hd
export DESIGN_NAME = fifo_memory
export DESIGN_NICKNAME = fifo_memory
export VERILOG_FILES = /design/flow/design.v
export SDC_FILE = /design/flow/constraint.sdc
export NUM_CORES = 4
export LEC_CHECK = 1
export CORE_AREA = 10 10 97 97
export DIE_AREA = 0 0 107 107
</file>
<file path="/design/flow/constraint.sdc">
current_design fifo_memory

set clk_period 3.5
set clk_io_pct 0.2

create_clock -name clk0 -period $clk_period [get_ports {clk}]

set non_clock_inputs [all_inputs -no_clocks]
set_input_delay [expr $clk_period * $clk_io_pct] -clock clk0 $non_clock_inputs
set_output_delay [expr $clk_period * $clk_io_pct] -clock clk0 [all_outputs]
</file>
<file path="/design/flow/design.v">
module compare_logic #(ADDR_WIDTH = 10)
(
    input wire [ADDR_WIDTH : 0] write_addr,
    input wire [ADDR_WIDTH : 0] read_addr,
    input wire write_ena, 
    output wire full,
    output wire empty
);
assign empty = (write_addr == read_addr) ;
assign full = (write_addr[ADDR_WIDTH] != read_addr[ADDR_WIDTH]) && (write_addr[ADDR_WIDTH -1 :0] == read_addr[ADDR_WIDTH -1:0]);
endmodule
module dual_port_memory #(
    parameter DATA_WIDTH = 8, 
    parameter ADDR_WIDTH = 10 
)(
    input wire clk,
    input wire rstn,                         
    input wire write_en,                
    input wire read_en,                  
    input wire [ADDR_WIDTH-1:0] write_addr,  
    input wire [ADDR_WIDTH-1:0] read_addr,   
    input wire [DATA_WIDTH-1:0] write_data,  
    output reg [DATA_WIDTH-1:0] read_data    
);
reg [DATA_WIDTH-1:0] memory_array [0:(1<<ADDR_WIDTH)-1];
integer i;
always @(posedge clk or negedge rstn) begin
    if (!rstn) begin
for(i=0;i<(1<<ADDR_WIDTH);i=i+1) begin
    memory_array[i] = 0;
    end
    read_data<=0;
end
end
always @(posedge clk) begin
    if (write_en) begin
        memory_array[write_addr] <= write_data;
    end 
end
always @(posedge clk) begin
    if (read_en) begin
        read_data <= memory_array[read_addr];
    end 
end
endmodule
module fifo_memory #(
    parameter DATA_WIDTH = 8, 
    parameter ADDR_WIDTH = 10  
)(
    input wire clk,            
    input wire rstn,           
    input wire write_enable,   
    input wire read_enable,   
    input wire [DATA_WIDTH-1:0] write_data, 
    output wire [DATA_WIDTH-1:0] read_data, 
    output wire full,         
    output wire empty          
);
    wire [ADDR_WIDTH:0] write_addr; 
    wire [ADDR_WIDTH:0] read_addr;  
    wire write_trigger; 
    wire read_trigger;
    write_interface #(
        .DATA_WIDTH(DATA_WIDTH)
    ) write_if (
        .clk(clk),
        .rstn(rstn),
        .write_en(write_enable),
        .full(full),
        .write_trigger(write_trigger) 
    );
    write_pointer #(
        .ADDR_WIDTH(ADDR_WIDTH)
    ) write_ptr (
        .clk(clk),
        .rstn(rstn),
        .write_trigger(write_trigger), 
        .write_addr(write_addr) 
    );
    read_interface #(
        .DATA_WIDTH(DATA_WIDTH)
    ) read_if (
        .clk(clk),
        .rstn(rstn),
        .read_en(read_enable),
        .empty(empty),
        .read_trigger(read_trigger)  
    );
    read_pointer #(
    .ADDR_WIDTH(ADDR_WIDTH)
    ) read_ptr (
    .clk(clk),
    .rstn(rstn),
    .read_trigger(read_trigger),  
    .read_addr(read_addr)  
    );
    dual_port_memory #(
        .DATA_WIDTH(DATA_WIDTH),
        .ADDR_WIDTH(ADDR_WIDTH)
    ) memory (
        .clk(clk),
        .rstn(rstn),
        .write_en(write_trigger),
        .read_en(read_trigger),
        .write_addr(write_addr[ADDR_WIDTH-1:0]),  
        .read_addr(read_addr[ADDR_WIDTH-1:0]),   
        .write_data(write_data),
        .read_data(read_data)
    );
    compare_logic #(
        .ADDR_WIDTH(ADDR_WIDTH)
    ) cmp_logic (
        .write_addr(write_addr),
        .read_addr(read_addr),
        .full(full),
        .empty(empty)
    );
endmodule
module read_interface #(
    parameter DATA_WIDTH = 8
)(
    input wire clk,
    input wire rstn,
    input wire read_en,  
    input wire empty, 
    output wire read_trigger 
);
    assign read_trigger = read_en && !empty;
endmodule
module read_pointer #(
    parameter ADDR_WIDTH = 10
)(
    input wire clk,
    input wire rstn,
    input wire read_trigger,  
    output reg [ADDR_WIDTH:0] read_addr  
);
always @(posedge clk or negedge rstn) begin
    if (!rstn) begin
        read_addr <= 0;  
    end else if (read_trigger) begin
        read_addr <= read_addr + 1;  
    end
end
endmodule
module write_interface #(
    parameter DATA_WIDTH = 8
)(
    input wire clk,
    input wire rstn,
    input wire write_en, 
    input wire full, 
    output wire write_trigger 
);
    assign write_trigger = write_en && !full;
endmodule
module write_pointer #(
    parameter ADDR_WIDTH = 10
)(
    input wire clk,
    input wire rstn,
    input wire write_trigger,  
    output reg [ADDR_WIDTH:0] write_addr  
);
always @(posedge clk or negedge rstn) begin
    if (!rstn) begin
        write_addr <= 0;  
    end else if (write_trigger) begin
        write_addr <= write_addr + 1;  
    end
end
endmodule
</file>
<file path="/design/flow/run.sh">
#!/bin/bash
# OpenROAD 26Q1-2900-gdf79404cd8, Yosys 0.63+post, stock flow scripts
make -C /OpenROAD-flow-scripts/flow DESIGN_CONFIG=/design/flow/config.mk WORK_HOME=/design/flow/orfs finish
</file>
==> flow_metrics.tcl <==
# collected from the flow reports
set metrics [dict create \
    final-hold-violation-count 0 \
    ctsHtreeMaxLevel 1 \
    via_per_inst 3.477 \
    cts.repair.resized 0 \
    cts_hold_buf 0 \
    grt_start_max_net_pins 23 \
    core_area_um2 7292 \
    num-fill-cells 816 \
    post-route-util_pct 19.68 \
    yosys-stat-area_um2 1217 \
    dp.cells 212 \
    clkSlewWorstSetupHoldPaths_ps 80 \
    synthTopCellsByArea "dfrtp_1 (45%), xor2_1 (12%), xnor2_1 (10%), buf_4 (4.9%), nor4b_2 (4.9%)" \
    drt-total-wl_um 2063 \
    hpwlAfterDp_um 1537 \
    syn_to_final_growth_pct 17.88 \
    syn_avg_cell_area_um2 11.27 \
    final_max_slew_viol_count 0 \
    portBuffers 5 \
    grt_util_all_layers_pct 3.966 \
    yosysTopAreaCellShare_pct 45.22 \
    clockPowerShare_pct 25.1 \
    synth_flops 22 \
    p_int_uw 628.1 \
    worstPathMaxFanout 11 \
    p_leak_uw 0.0006298 \
    gp_routability_congestion 0.7451 \
    grt.overflow.total 0 \
    dpl_cell_area_um2 1364 \
    fin_cells 216 \
    pwr-share-seq_pct 46.4 \
    drc_errors 0 \
    insertion_delay_ps 260 \
    yosysWarningCount 8212 \
    first_pass_iters 4 \
    cts_tree "built" \
    initial_utilization_pct 16.70 \
    cts.path.max_buffers 2 \
    layout_top_cells "dfrtp_1 (22), xor2_1 (17), xnor2_1 (14)" \
    lay_top_count "dfrtp_1" \
    warning_count 33 \
    status "finished, final reports clean" \
    finClkSkew_ps 3.361 \
    drive_above_1_share_pct 13.68 \
    grt_pass1_wl_um 3884 \
    rows 31 \
    antenna_cells 0 \
    whs_ps 497.2 \
    pwr_density_cell_nw_per_um2 649.9 \
    post-route-period-util_pct 79.26 \
    drt_iter0_drc 39 \
    netlist_instances 108 \
    power.switching_uw 304.7 \
    io-pin-count 22 \
    postRouteAntennaNets 0 \
    required_ps 2800 \
    cap_viol_max_count 0 \
    ys_types 24 \
    yosys_cells 108 \
    die_w_um 107 \
    die_h_um 107 \
    grt_pass1_vias 844 \
    p_sw_share_pct 32.66 \
    syn_area_um2 1217 \
    post_drt_wl_per_cell_um 9.551 \
    final_area_um2 1435 \
    vias 751 \
    numCtsBuffers 3 \
    path_class "reg -> out" \
    antenna_found_initial 0 \
    top_area_cell "dfrtp_1" \
    peakVddDrop_mv 0.2568 \
    comb_power_share_pct 28.5 \
    postSynthSeqShare_pct 45.22 \
    fin_tns_setup_ps 0 \
    cts.sinks 22 \
    chip_area_um2 11450 \
    fmax_mhz 360.5 \
    setup_violations 0 \
    cts-root-buf "clkbuf_8" \
    cts_setup_buffers 0 \
    critPathArrivalTime_ps 2070 \
    rsz0062_at_grt "no" \
    worstHoldPathType "reg -> reg" \
    start_kind "flip-flop" \
    cp-end-kind "output pin" \
    min_period_ps 2774 \
]
[registers in the layout, summed over array words and instances, names as in the netlist]
register,count
read_ptr.read_addr,11
write_ptr.write_addr,11
[critical path, stage by stage, from the launching register on]
cell	delay, ps
dfrtp_1	450
xnor2_1	180
nand4_1	170
nor4_2	300
buf_4	220
clkdlybuf4s50_1	500
[layout make-up]
class	count	area (µm²)	area share, %
multi-input cells	83	616.8	42.98
flip-flops and latches	22	550.5	38.36
well taps	99	123.9	8.631
repair buffers	8	72.57	5.057
clock buffers	3	41.29	2.877
clock inverters	1	30.03	2.092
[power by group through the flow]
stage	Clock, µW	Sequential, µW	Combinational, µW
4_1_cts	242	434	270
5_1_grt	249	452	313
6_report	234	433	266
[synthesized netlist by cell type (all sizes together)]
| cell | number |
|---|---|
| and3 | 1 |
| and4bb | 2 |
| buf | 10 |
| conb | 1 |
| dfrtp | 22 |
| ha | 2 |
| mux2 | 2 |
| nand2 | 8 |
| nand2b | 2 |
| nand3 | 3 |
| nand4 | 5 |
| nor2 | 5 |
| nor3 | 6 |
| nor3b | 1 |
| nor4 | 2 |
| nor4b | 4 |
| or4b | 1 |
| xnor2 | 14 |
| xor2 | 17 |
[routing by layer]
layer | GRT usage, % | vias to the layer above | share of wire, %
met5 | 0 | - | 0
met4 | 0.2901 | 0 | 0.68
met3 | 1.092 | 2 | 4.6
met2 | 6.497 | 12 | 46
met1 | 5.332 | 365 | 49
li1 | - | 372 | -
[kinds of logic (layout without fill, tap and decap cells)]
group	after synthesis	count (layout)	synth area share, %
muxes	2	2	1.850
buffers and inverters	10	12	6.269
adders and majority gates	2	2	2.055
xor gates and xnor gates	31	31	22.30
DFF	22	22	45.22
other	1	8	0.3080
and+or+nand+nor	40	40	21.99
[metrics by stage]
stage,setup WS (ps),power (µW)
after floorplan,1616,635.0
after global placement,1008,698.2
after detailed placement,1011,701.5
after CTS,689.1,946.1
after global routing,568.0,1013
final,726.0,932.8
[worst paths after layout]
path | startpoint | to | slack [ps] | cells past startpoint
setup reg to reg | write_ptr.write_addr[2]$_DFFE_PN0P_ | write_ptr.write_addr[1]$_DFFE_PN0P_ | 1600 | 6
min in group asynchronous | rstn | write_ptr.write_addr[6]$_DFFE_PN0P_ | 790 | 2
hold / removal | read_ptr.read_addr[10]$_DFFE_PN0P_ | read_ptr.read_addr[10]$_DFFE_PN0P_ | 500 | 1
setup / recovery | write_ptr.write_addr[2]$_DFFE_PN0P_ | full | 730 | 5
max in group asynchronous | rstn | read_ptr.read_addr[9]$_DFFE_PN0P_ | 2500 | 2
hold reg to reg | read_ptr.read_addr[10]$_DFFE_PN0P_ | read_ptr.read_addr[10]$_DFFE_PN0P_ | 500 | 1
Power figures rest on the tool's default switching activity, not on a simulated workload.
